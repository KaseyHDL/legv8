<file path="flow/design.v">
module mux #(parameter WIDTH = 64)(
	input  logic [WIDTH-1:0] a,  
	input  logic [WIDTH-1:0] b,  
	input  logic             s,  
	output logic [WIDTH-1:0] z   
);
	always_comb begin
		unique case (s)
			1'b0 : z = a;
			1'b1 : z = b;
		endcase
	end
endmodule
</file>
<file path="flow/run.sh">
#!/bin/bash
# OpenROAD 26Q1-2900-gdf79404cd8, Yosys 0.63+post, stock flow scripts
make -C /OpenROAD-flow-scripts/flow DESIGN_CONFIG=/design/flow/config.mk WORK_HOME=/design/flow/orfs finish
</file>
<file path="flow/config.mk">
export PLATFORM = sky130hd
export DESIGN_NAME = mux
export DESIGN_NICKNAME = mux
export VERILOG_FILES = /design/flow/design.v
export SDC_FILE = /design/flow/constraint.sdc
export NUM_CORES = 4
export LEC_CHECK = 1
export CORE_AREA = 10 10 95 95
export DIE_AREA = 0 0 105 105
</file>
<file path="flow/constraint.sdc">
current_design mux

set clk_period 1.0
set clk_io_pct 0.2

create_clock -name clk0 -period $clk_period

set non_clock_inputs [all_inputs -no_clocks]
set_input_delay [expr $clk_period * $clk_io_pct] -clock clk0 $non_clock_inputs
set_output_delay [expr $clk_period * $clk_io_pct] -clock clk0 [all_outputs]
</file>
==> impl_table.tex <==
% Synthesis and place-and-route results
\begin{tabular}{lr}
\hline
Metric & Value \\
\hline
\multicolumn{2}{l}{\textbf{STA}} \\
Slew at the pin with the worst max-slew slack & 0.0882 ns \\
Highest Clock Rate & 819 MHz \\
Endpoints failing hold & 0 \\
Final period utilization & 122\% \\
Unrepaired setup endpoints after global routing & true \\
Final Max Slew Viols & 0 \\
Final worst setup slack & -0.221 ns \\
Setup\_tns & -12.02 ns \\
Final setup violation count & 64 \\
Worst slew margin relative to its limit & 94.1\% \\
Final critical-path required period & 1.22 ns \\
\multicolumn{2}{l}{\textbf{Finish}} \\
Seq. cell area & 0 um2 \\
Top logic cell by instance count in the layout & clkdlybuf4s50\_1 \\
Utilization after layout & 46.3\% \\
Relative area change from synthesis to final layout & 197\% \\
Number of filler instances in the final layout & 672 \\
Flip-flop and latch count & 0 \\
Clock tree buffer count of the final layout & 0 \\
Ratio of cells with drive above 1 in the final layout & 52.2\% \\
Most instantiated logic cells after routing & 104 x clkdlybuf4s50\_1, 64 x mux2\_4, 32 x buf\_6, 32 x buf\_2, 16 x dlymetal6s2s\_1 \\
\multicolumn{2}{l}{\textbf{Yosys}} \\
Library cell occupying the most area in the post-synthesis netlist & mux2\_4 \\
Mean post-synth cell area & 15.2 um2 \\
Area share, top type & 83.6\% \\
Post-synth area from yosys stat & 0.00108 mm2 \\
Synth warn & 1 \\
Distinct cell type count of the synthesized netlist & 4 \\
Cell total in the yosys stat output & 71 \\
Share of the yosys chip area belonging to registers & 0\% \\
Synthesized cell area & 0.00108 mm2 \\
Cell types with the largest area share after synthesis & mux2\_4 84\%, buf\_12 11\%, mux2\_2 4.2\%, buf\_6 1.0\% \\
Cell count after synthesis & 71 \\
\multicolumn{2}{l}{\textbf{Worst setup path}} \\
Critical path capture point type & output port \\
Data arrival time of the critical path & 1.02 ns \\
Cell seen most often among critical-path stages & buf\_16 \\
Crit path largest cell delay & 0.30 ns \\
Startpoint type of the worst setup path & input pin \\
Standard cell with the maximum stage delay on the critical path & mux2\_4 \\
Setup Crit Path Kind & in2out \\
Critical Path Fanout Max & 8 \\
Data required time at the worst endpoint & 0.80 ns \\
Sequence of cells on the critical path & buf\_16 > buf\_12 > buf\_16 > mux2\_4 > buf\_2 \\
\multicolumn{2}{l}{\textbf{Die}} \\
Std cell rows & 30 \\
Area of the placeable core & 0.00691 mm2 \\
Number of top-level pins & 193 \\
Fp\_density & 15.6\% \\
Die x size & 105 um \\
Die area & 0.0110 mm2 \\
Die Y & 105 um \\
\multicolumn{2}{l}{\textbf{Run}} \\
Total of max-cap violations & 0 \\
OpenROAD warnings & 34 \\
\multicolumn{2}{l}{\textbf{Routing}} \\
Average detailed-routed wire length per instance & 19.1 um \\
1st-iter DRT viols & 15 \\
Remaining antenna violation count after routing & 0 \\
Number of vias in the routed layout & 1400 \\
Via density & 3.84 \\
Routed WL & 6960 um \\
Number of remaining DRC errors & 0 \\
DR pass1 iterations & 3 \\
\multicolumn{2}{l}{\textbf{Global route}} \\
Number of global-route vias before repair & 1594 \\
Maximum number of pins on one net before global-route repair & 9 \\
First-pass GRT wire length & 10000 um \\
Initial antenna violation count & 1 \\
Global router's overall resource usage & 11.6\% \\
Grt ovf & 0 \\
\multicolumn{2}{l}{\textbf{Placement}} \\
Count of buffers from port buffering & 193 \\
Half-perimeter wire length after detailed placement & 5960 um \\
Final GP Congestion & 0.754 \\
\multicolumn{2}{l}{\textbf{Clocking}} \\
Hold buffers post-CTS & 0 \\
\multicolumn{2}{l}{\textbf{Power and ir drop}} \\
Power density cells & 421 mW/mm2 \\
Worst supply voltage drop on vdd & 0.183 mV \\
Total power & 1340 uW \\
Static leakage & 0.00163 uW \\
\multicolumn{2}{l}{\textbf{Status}} \\
Result of the run & finished with violations \\
Violations in the final reports & setup timing \\
\multicolumn{2}{l}{\textbf{Hold path}} \\
Path class of the lowest-slack min-delay path & in2out \\
\hline
\end{tabular}
[where the power goes]
group          internal [uW]  switching [uW]
Sequential                 0               0
Combinational           1060             289
Clock               0.000134               0
[final cells by class]
type                       count  area, um2  share of cell area (%)
antenna                        1       2.50                  0.0783
multi-input combinational     64        961                    30.1
tap                           96        120                    3.76
timing repair buffer         204       2110                    66.1
[kinds of logic (layout without fill, tap and decap cells)]
logic type	after synthesis	after routing	share of synthesized area (%)
buf+inv	7	204	12.2
mux	64	64	87.8
other cells	0	1	0
[worst paths after layout]
kind	cells after the start	endpoint	startpoint
worst max-delay path	5	z[54]	s
worst min-delay path	3	z[32]	b[32]
[critical path: cells and delay by family]
kind	cells	cell delay (ns)
buf+inv	4	0.52
mux	1	0.30
[Yosys cell counts]
master  instances
buf_6           1
mux2_2          4
buf_12          6
mux2_4         60
[what timing repair did]
action / in CTS / in global routing
pin swaps: 0 / 0
setup endpoints to repair: 64 / 64
buffers inserted: 4 / 1
resized: 233 / 45
gates cloned: 6 / 0
[metal layers]
metal	part of all wire [%]	track usage [%]	vias to the layer above
met4	0.39	0.882	0
met5	0	0	-
met2	58	23.1	77
met1	33	11.3	649
met3	8.9	4.29	2
li1	-	-	672
[metrics by stage]
step	instances	cell area (um2)	worst slack, ns	hold WS [ns]
after detailed placement	355	3040	-0.559	1.40
after global routing	365	3200	-0.242	0.707
after CTS	365	3030	-0.229	0.811
after global placement	355	3040	-0.552	1.40
after floorplan	71	1080	0.00255	0.498
final	365	3200	-0.221	0.700
Power is estimated from default activity; no workload was simulated.
