===== config.mk =====
export PLATFORM = sky130hd
export DESIGN_NAME = alu
export DESIGN_NICKNAME = alu
export VERILOG_FILES = /design/flow/design.v
export SDC_FILE = /design/flow/constraint.sdc
export NUM_CORES = 4
export LEC_CHECK = 1
export CORE_UTILIZATION = 40

===== run.sh =====
#!/bin/bash
# OpenROAD 26Q1-2900-gdf79404cd8, Yosys 0.63+post, stock flow scripts
make -C /OpenROAD-flow-scripts/flow DESIGN_CONFIG=/design/flow/config.mk WORK_HOME=/design/flow/orfs finish

===== design.v =====
module alu (
  input  logic [63:0] A, 
  input  logic [63:0] B,
  input  logic [ 3:0] ALU_CTRL,
  output logic [63:0] ALU_OUT,
  output logic        ZERO
);
  always_comb begin
    ALU_OUT = 0;
    case (ALU_CTRL)
      4'd0  : ALU_OUT =   A & B;   
      4'd1  : ALU_OUT =   A | B;   
      4'd2  : ALU_OUT =   A + B;   
      4'd6  : ALU_OUT =   A - B;   
      4'd7  : ALU_OUT =       B;   
      4'd12 : ALU_OUT = ~(A | B);  
    endcase
  end
  assign ZERO = (ALU_OUT == 0);   
endmodule

===== constraint.sdc =====
current_design alu

set clk_period 53.1
set clk_io_pct 0.2

create_clock -name clk0 -period $clk_period

set non_clock_inputs [all_inputs -no_clocks]
set_input_delay [expr $clk_period * $clk_io_pct] -clock clk0 $non_clock_inputs
set_output_delay [expr $clk_period * $clk_io_pct] -clock clk0 [all_outputs]

==> reports/summary.txt <==
Core Region: 0.0210 mm²
Slew headroom: 0.267
first-pass GRT wire length: 58,900 µm
fmax: 0.0343 GHz
Mapped Area: 0.00856 mm²
critical-path cell list: clkdlybuf4s50_1 > or4_1 > nor4_1 > and3_1 > and2_1 > nand2_1 > o31ai_1 > xor2_1 > ha_1 > a21oi_1 > o21ai_0 > a21oi_1 > nand3_1 > o211a_1 > or3_1 > or4_1 > a211o_1 > or4_4 > nor4b_2 > nand4b_1 > nor4_2 > clkdlybuf4s50_1
# Cells Yosys: 1,312
worst vdd ir: 0.00000415 V
Worst Tran Pin Value: 1.09 ns
Top cells excl fill/tap: clkdlybuf4s50_1 (195), nor2_1 (133), nand2_1 (112)
WS Path Type: in -> out
DRC Markers: 0
sequential share of power: 0
Vias/cell: 6.35
fill count: 2,170
Die Span X: 148 µm
RSZ-0062 raised after global routing: no
count of clock buffers in the final design: 0
FP Util: 0.407
Worst path slowest cell: or4_1
total placed instance area: 0.0106 mm²
post-route minimum period: 29.17 ns
max_cap viols: 0
post-synth cell types: 81
Required @ worst endpoint: 42.48 ns
Psw: 0.0735 mW
final period utilization: 0.549
setup violators final: 0
top fanout value on the critical path: 9
Gate Count Post-Synth: 1,312
Cell Rows: 53
CTS Hold Buffers Added: 0
Post-Syn Area per Cell: 6.52 µm²
Clk pwr share: 0
Final Worst Setup Slack: 23.93 ns
yosys synthesis chip area: 0.00856 mm²
Synthesis Warnings: 1
final instance area: 0.0106 mm²
PD cells: 12.1 mW/mm²
Sum Neg Setup Slack: 0 ns
die area: 0.0220 mm²
GRT overflow: 0
share of post-route cells with drive strength above 1: 0.0332
vias in the first global route: 9,968
gr usage total: 0.351
Routed Wire Length: 38,700 µm
Crit path max-delay family: simple AND/OR/NAND/NOR gates
Final Wtd Congestion: 1.00
run status: finished, final reports clean
flop count: 0
Seq share, synth: 0
CP Launch Type: primary input
# Post-CTS Setup Buffers: 0
worst slack, placed: 24.08 ns
P_int: 0.0545 mW
initial antenna violation count: 1
CP bufs+invs: 2
1st-iter DRT viols: 781
Layout area overhead: 23.6%
WHS: 22.23 ns
Sw Share: 0.574
die height: 148 µm
CP arrival: 18.55 ns
max incr delay on CP: 0.64 ns
Pre-antenna DRT Iters: 5
number of port buffers: 197
total vias in the final route: 10,730
Routed Antenna Nets: 0
Comb power frac: 1.000
worst hold path class: in -> out
largest net degree at the start of global routing: 62
HPWL after DPL: 31,100 µm
CTS resizes: 0
Leak Pwr: 3.94 nW
most numerous logic cell after layout: clkdlybuf4s50_1
Sequential cell area: 0 µm²
DR WL/cell: 22.9 µm
IO Count: 197
element type at the critical path end: primary output
Hold Vio Cnt, Final: 0
Combinational Area: 0.00804 mm²
fin. max-slew vios: 0
tool warnings: 34
==> metrics by stage <==
step	instances	power, mW	util
floorplan	1312	0.0758	-
global placement	1690	0.126	0.503
detailed placement	1690	0.125	0.503
CTS	1690	0.126	0.503
global route	1690	0.138	0.503
finish	1691	0.128	0.503
==> cell families after synthesis <==
group | count (synthesis) | synth area share
AOI/OAI and AO/OA | 494 | 0.401
adders and majority gates | 128 | 0.170
xor gates and xnor gates | 106 | 0.108
and+or+nand+nor | 447 | 0.257
buffers and inverters | 136 | 0.0623
muxes | 1 | 0.00117
==> synth_stat cells (8+ instances only) <==
master	number	area (µm²)
nor2_1	134	503
nand2_1	112	420
a21oi_1	95	475
o21ai_0	90	450
clkbuf_1	79	297
ha_1	66	826
maj3_1	61	611
a22o_1	54	473
xor2_1	54	473
a22oi_1	52	390
xnor2_1	52	455
nand4_1	41	257
nor3_1	38	190
a21o_1	35	263
inv_1	25	93.8
or3_1	24	150
nand3_1	23	115
o21a_1	21	158
o31ai_1	20	150
buf_2	18	90.1
buf_1	14	52.6
o221ai_1	14	123
a31oi_1	12	75.1
nor4_1	12	75.1
o21bai_1	11	82.6
a211oi_1	10	75.1
and3_1	9	56.3
o21ai_1	9	45.0
and2_1	8	50.1
or4_1	8	60.1
==> final cells by class <==
type	count	share of cell area
Multi-Input combinational cell	1176	0.761
Timing Repair Buffer	214	0.198
Tap cell	275	0.0325
Inverter	25	0.00888
Antenna cell	1	0.000237
==> power by group through the flow <==
stage         registers [mW]  clock network (mW)  logic, mW
finish                     0       0.00000000202      0.128
global route               0                   0      0.138
CTS                        0                   0      0.126
==> per-layer routing <==
metal,track usage,wire [µm]
met2,0.578,17700
met3,0.0513,2720
met1,0.462,16600
met4,0.131,1680
met5,0,0
==> worst paths after layout <==
| check | startpoint | to | slack [ns] | cells past startpoint |
|---|---|---|---|---|
| worst max-delay path | B[8] | ZERO | 23.93 | 22 |
| worst min-delay path | ALU_CTRL[2] | ALU_OUT[37] | 22.23 | 4 |
==> tightest hold or removal path, cell delays in order <==
cell and delay (ns):
buf_2 0.24, a22oi_1 0.25, nand2b_1 0.07, clkdlybuf4s50_1 0.42
No activity file was given, so power comes from the tool's default toggle rates.
